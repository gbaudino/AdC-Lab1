==> config.mk <==
export PLATFORM = sky130hd
export DESIGN_NAME = controller
export DESIGN_NICKNAME = controller
export VERILOG_FILES = /design/flow/design.v
export SDC_FILE = /design/flow/constraint.sdc
export NUM_CORES = 4
export LEC_CHECK = 1
export CORE_AREA = 10 10 70 70
export DIE_AREA = 0 0 80 80
export SYNTH_HDL_FRONTEND = slang
==> constraint.sdc <==
current_design controller

set clk_period 1.3
set clk_io_pct 0.2

create_clock -name clk0 -period $clk_period

set non_clock_inputs [all_inputs -no_clocks]
set_input_delay [expr $clk_period * $clk_io_pct] -clock clk0 $non_clock_inputs
set_output_delay [expr $clk_period * $clk_io_pct] -clock clk0 [all_outputs]
==> run.sh <==
#!/bin/bash
# OpenROAD 26Q1-2900-gdf79404cd8, Yosys 0.63+post, stock flow scripts
make -C /OpenROAD-flow-scripts/flow DESIGN_CONFIG=/design/flow/config.mk WORK_HOME=/design/flow/orfs finish
==> design.v <==
module aludec (input  logic [10:0] funct,  
					input  logic [1:0]  aluop,  
					output logic [3:0] alucontrol);  				
	always_comb
		if (aluop == 2'b00) alucontrol = 4'b0010;										 
		else if (aluop == 2'b01) alucontrol = 4'b0111; 									 
		else if((aluop == 2'b10)  & (funct == 11'b10001011000)) alucontrol = 4'b0010;	 
		else if((aluop == 2'b10)  & (funct == 11'b11001011000)) alucontrol = 4'b0110;	 
		else if((aluop == 2'b10)  & (funct == 11'b10001010000)) alucontrol = 4'b0000;	 
		else if((aluop == 2'b10)  & (funct == 11'b10101010000)) alucontrol = 4'b0001;	 
		else if(aluop == 2'b11)  alucontrol = 4'b0100; 									 
		else alucontrol = 4'b0000;
endmodule
module controller(input logic [10:0] instr,
						output logic [3:0] AluControl,						
						output logic reg2loc, regWrite, AluSrc, Branch,
											memtoReg, memRead, memWrite);
	logic [1:0] AluOp_s;
	maindec 	decPpal 	(.Op(instr), 
							.Reg2Loc(reg2loc), 
							.ALUSrc(AluSrc), 
							.MemtoReg(memtoReg), 
							.RegWrite(regWrite), 
							.MemRead(memRead), 
							.MemWrite(memWrite), 
							.Branch(Branch), 
							.ALUOp(AluOp_s));	
	aludec 	decAlu 	(.funct(instr), 
							.aluop(AluOp_s), 
							.alucontrol(AluControl));
endmodule
module maindec (input logic [10:0] Op,
					 output logic Reg2Loc, ALUSrc, MemtoReg, RegWrite, MemRead, MemWrite, Branch,
					 output logic  [1:0] ALUOp);
		logic [0:8] results;
		always_comb
		casez(Op)
			11'b111_1100_0010 : results = 9'b011110000;
			11'b111_1100_0000 : results = 9'b110001000;
			11'b101_1010_0??? : results = 9'b100000101;
			11'b100_0101_1000 : results = 9'b000100010;
			11'b110_0101_1000 : results = 9'b000100010;
			11'b100_0101_0000 : results = 9'b000100010;
			11'b101_0101_0000 : results = 9'b000100010;
			11'b110_1001_01?? : results = 9'b010100011;  
			default : results = 9'b000000000;
		endcase 
		assign Reg2Loc = results[0];
		assign ALUSrc = results[1];
		assign MemtoReg = results[2];
		assign RegWrite = results[3];
		assign MemRead = results[4];
		assign MemWrite = results[5];
		assign Branch = results[6];
		assign ALUOp = results[7:8];
endmodule 
==> impl_metrics.csv <==
group,metric,value,unit
status,status,"finished, violations left",
status,violations,"negative setup slack",
finish,nFillCells,390,
setup_path,cp-end-kind,"output pin",
hold_path,hold_depth,5,
final_timing,final_hold_viol_count,0,
floorplanning,num_rows,21,
routing,antenna_cells,0,
synth,netlist_area,219,um2
global_routing,grt_pass1_wl,1.80,mm
synth,yosys_warnings,0,
synth,synth.distinct_cells,20,
finish,syn2layout_area_growth,168,%
synth,ys_seq_share,0,%
global_routing,use_met1,5.74,%
final_timing,setup_viol,9,
routing,route.detailed.drc,0,
floorplanning,num_io_pins,22,
final_timing,totalNegativeSetupSlack,-1.71,ns
synth,ys_cells,28,
routing,ant_nets,0,
final_timing,setup_slack,-0.299,ns
setup_path,setup.worst_path.start_class,"input port",
setup_path,crit_slowest_cell,"nor4b_4",
global_routing,grtUsageTotal,3.42,%
finish,fin_cells,107,
finish,clkbuf_count,0,
placement,port_buffers,21,
final_timing,final-max-slew-violation-count,0,
setup_path,path_common_cell,"buf_4",
global_routing,grt_pass1_vias,360,
finish,logic_area,260,um2
global_routing,top_usage_layer,"met1",
setup_path,crit_family,"buffers and inverters",
setup_path,slowest_delay,0.38,ns
setup_path,crit_buf_inv,4,
placement,preCtsSetupSlack,-0.895,ns
routing,drt_first_pass_iters,3,
pwr,vdd_drop_max,0.0804,mV
setup_path,crit_chain,"buf_6 > nor4b_4 > buf_4 > nand3b_1 > buf_4 > o21ai_2 > buf_2",
finish,drive_gt1_share,82.0,%
synth,yosysChipArea,219,um2
synth,top_logic_kind,"simple AND/OR/NAND/NOR gates",
synth,mux_share,4.57,%
hold_path,hp-start,"instr[3]",
floorplanning,fp.dieW,80,um
setup_path,cp.arrival,1.34,ns
floorplanning,die_area,6400,um2
pwr,powerDensity,145,nW/um2
finish,flops,0,
pwr,p_total,85.4,uW
floorplanning,fp-utilization,6.41,%
synth,ys_sh_simple,69.7,%
synth,syn_area_per_cell,7.82,um2
hold_path,holdPathEnd,"Branch",
pwr,cellLeakagePower,0.000310,uW
setup_path,cp.required,1.04,ns
routing,routedWlPerCell,10.3,um
routing,vias,336,
job,tool_warnings,34,
placement,dpl.hpwl,885,um
global_routing,grt_max_degree,6,
synth,topCellsByArea,"and4bb_2 (11%), nor4b_4 (11%), and3b_1 (8.0%), nand3_1 (6.9%), buf_4 (6.9%)",
synth,ys_sh_adder,0,%
global_routing,overflow,0,
global_routing,use_met2,3.61,%
floorplanning,core,3420,um2
hold_path,hold_class,"input port to output pin",
floorplanning,dieHeight,80,um
setup_path,worstPathMaxFanout,3,
synth,xor_share,0,%
setup_path,crit_type,"input port to output pin",
synth,synth_cells,28,
synth,top_area_cell,"and4bb_2",
final_timing,rsz0062_at_grt,"yes",
routing,vias_per_cell,3.14,
job,cap_violations,0,
final_timing,fin_crit,1.60,ns
finish,regArea,0,um2
routing,wl,1.11,mm
global_routing,grt_use_met3,1.82,%
synth,synth.most_common_cell,"nand3_1",
placement,dp.cells,98,
final_timing,max_freq,0.625,GHz
synth,synth_top_area_share,11.4,%
placement,gp_congestion,0.840,
final_timing,period_used_share,123,%
synth,synth-compound-area-share,13.7,%
routing,drtIter0Drc,15,
global_routing,grt_antenna_before_repair,0,
==> area by class of cell <==
type                       instances  area share (%)
timing repair buffer              35            44.6
multi-input combinational         24            44.3
tap                               46            9.81
inverter                           2            1.28
==> kinds of logic after synthesis <==
group	after synthesis
AND/OR/NAND/NOR	18
AND-OR/OR-AND	4
other	1
buffers and inverters	4
multiplexers	1
==> worst max path at each step <==
stage / to / slack [ns] / from / cells past startpoint
finish: AluControl[0] / -0.30 / instr[0] / 7
global route: AluControl[0] / -0.34 / instr[0] / 7
CTS: AluControl[0] / -0.30 / instr[2] / 7
==> what timing repair did <==
action	in CTS	in global routing
buffers inserted	10	0
cloned	0	0
pin swaps	18	8
setup endpoints to repair	10	10
gates resized	93	5
hold buffers	0	0
==> metrics by stage <==
stage | utilization, % | hold WS [ns] | instance area (um2)
after floorplan | - | 0.533 | 219
after global placement | 14.9 | 1.59 | 509
after detailed placement | 14.9 | 1.56 | 509
after CTS | 17.3 | 0.908 | 591
after global routing | 17.2 | 0.900 | 587
final | 17.2 | 0.863 | 587
==> layout by cell type (no fill, tap or decap), types with 2 or more instances in the layout <==
| cell type | instances |
|---|---|
| buf_2 | 15 |
| buf_6 | 10 |
| buf_4 | 8 |
| and3b_2 | 2 |
| nor4b_4 | 2 |
| nand3_2 | 2 |
| inv_1 | 2 |
| o21ai_2 | 2 |
| and4bb_2 | 2 |
==> metal layers <==
metal,routed length [um],up-vias
li1,-,170
met1,638,144
met2,283,22
met3,184,0
met4,0,0
met5,0,-
==> where the power goes <==
group	internal, uW	switching, uW
logic	48.5	36.8
registers	0	0
clock network	0	0
total	48.5	36.8
Power figures rest on the tool's default switching activity, not on a simulated workload.
