==> flow/design.v <==
module imem #(parameter N = 32)
				 (input logic [6:0] addr,
				 output logic [N-1:0] q);
	logic [N-1:0] ROM [0:127] ='{default: '0};
	initial begin
		ROM [0:102] ='{32'hf8000001,
						32'hf8008002,
						32'hf8000203,
						32'h8b050083,
						32'h8b1f03ff,
						32'h8b1f03ff,
						32'hf8018003,
						32'hcb050083,
						32'h8b1f03ff,
						32'h8b1f03ff,
						32'hf8020003,
						32'hcb0a03e4,
						32'h8b1f03ff,
						32'h8b1f03ff,
						32'hf8028004,
						32'h8b040064,
						32'h8b1f03ff,
						32'h8b1f03ff,
						32'hf8030004,
						32'hcb030025,
						32'h8b1f03ff,
						32'h8b1f03ff,
						32'hf8038005,
						32'h8a1f0145,
						32'h8b1f03ff,
						32'h8b1f03ff,
						32'hf8040005,
						32'h8a030145,
						32'h8b1f03ff,
						32'h8b1f03ff,
						32'hf8048005,
						32'h8a140294,
						32'h8b1f03ff,
						32'h8b1f03ff,
						32'hf8050014,
						32'haa1f0166,
						32'h8b1f03ff,
						32'h8b1f03ff,
						32'hf8058006,
						32'haa030166,
						32'h8b1f03ff,
						32'h8b1f03ff,
						32'hf8060006,
						32'hf840000c,
						32'h8b1f03ff,
						32'h8b1f03ff,
						32'h8b1f03ff,
						32'h8b1f0187,
						32'h8b1f03ff,
						32'h8b1f03ff,
						32'hf8068007,
						32'hf807000c,
						32'h8b0e01bf,
						32'h8b1f03ff,
						32'h8b1f03ff,
						32'hf807801f,
						32'h8b1f03ff,
						32'h8b1f03ff,
						32'h8b1f03ff,
						32'h8b1f03ff,
						32'hb40000a0,
						32'h8b1f03ff,
						32'h8b1f03ff,
						32'h8b1f03ff,
						32'hf8080015,
						32'hf8088015,
						32'h8b0103e2,
						32'h8b1f03ff,
						32'h8b1f03ff,
						32'hcb010042,
						32'h8b0103f8,
						32'h8b1f03ff,
						32'h8b1f03ff,
						32'hf8090018,
						32'h8b080000,
						32'hb4ffff42,
						32'h8b1f03ff,
						32'h8b1f03ff,
						32'h8b1f03ff,
						32'hf809001e,
						32'h8b1e03de,
						32'hcb1503f5,
						32'h8b1f03ff,
						32'h8b1403de,
						32'h8b1f03ff,
						32'h8b1f03ff,
						32'hf85f83d9,
						32'h8b1e03de,
						32'h8b1f03ff,
						32'h8b1f03ff,
						32'h8b1003de,
						32'h8b1f03ff,
						32'h8b1f03ff,
						32'hf81f83d9,
						32'hd29bd5ba,
						32'hd2afd95b,
						32'hd2d8195c,
						32'hd2ffddbd,
						32'hf80003da,
						32'hf80083db,
						32'hf80103dc,
						32'hf80183dd,
						32'hb400001f};
		end	 
	assign q = ROM[addr];
endmodule
==> flow/run.sh <==
#!/bin/bash
# OpenROAD 26Q1-2900-gdf79404cd8, Yosys 0.63+post, stock flow scripts
make -C /OpenROAD-flow-scripts/flow DESIGN_CONFIG=/design/flow/config.mk WORK_HOME=/design/flow/orfs finish
==> flow/config.mk <==
export PLATFORM = sky130hd
export DESIGN_NAME = imem
export DESIGN_NICKNAME = imem
export VERILOG_FILES = /design/flow/design.v
export SDC_FILE = /design/flow/constraint.sdc
export NUM_CORES = 4
export LEC_CHECK = 1
export CORE_AREA = 10 10 106 106
export DIE_AREA = 0 0 116 116
export SYNTH_HDL_FRONTEND = slang
==> flow/constraint.sdc <==
current_design imem

set clk_period 3.3
set clk_io_pct 0.2

create_clock -name clk0 -period $clk_period

set non_clock_inputs [all_inputs -no_clocks]
set_input_delay [expr $clk_period * $clk_io_pct] -clock clk0 $non_clock_inputs
set_output_delay [expr $clk_period * $clk_io_pct] -clock clk0 [all_outputs]
==> impl_metrics.tcl <==
# place-and-route summary
set metrics [dict create \
    overflow 0 \
    most_common_cell "a21oi_1" \
    final_core_util 0.453 \
    firstDrtPassIters 5 \
    fp.coreArea_mm2 0.00885 \
    stdcell_count 633 \
    maxCapViolations 0 \
    clkbuf_count 0 \
    p_leak_nw 1.72 \
    top_area_frac 0.116 \
    ios 39 \
    warnings 45 \
    rsz0062_at_grt "yes" \
    wl_per_cell_um 21.3 \
    grtUsageTotal 0.194 \
    yosys.cell_types.count 58 \
    netlist_area_mm2 0.00224 \
    io_buffers 39 \
    top_layer_used "met4" \
    worstMarginPinSlew_ns 0.398 \
    synth_warnings 0 \
    max_slew_margin 0.734 \
    route.met2.wl_mm 5.99 \
    drcViolationCount 0 \
    crit_required_ns 2.64 \
    dp_hpwl_mm 10.7 \
    antenna_found_initial 0 \
    period_needed_ns 3.31 \
    grt_pass1_vias 3465 \
    drt-met1-wl_mm 5.59 \
    fp_util 0.254 \
    worst-setup-path-type "in -> out" \
    min_path_type "in -> out" \
    vias 3750 \
    chipArea_mm2 0.0135 \
    setup_violations 1 \
    design.seq.count 0 \
    drive_gt1_frac 0.398 \
    area_growth_pct 78.5 \
    postSynthSeqShare 0 \
    wirelength_mm 13.5 \
    power_density_mw_per_mm2 148 \
    route.antenna.diode_count 0 \
    area_leaders "a21oi_1 (12%), ha_1 (7.8%), nand2_1 (7.7%)" \
    gp_congestion 1.03 \
    initialDrtViolationCount 376 \
    grt_max_degree 31 \
    ant_nets 0 \
    yosys-stat-cells 369 \
    max_clock_freq_mhz 302 \
    crit_arrival_ns 2.65 \
    ys_area_mm2 0.00224 \
    seq_area_um2 0 \
    ctsHoldBuffers 0 \
    cp-end-kind "output pin" \
    cp_max_fo 7 \
    whs_ns 2.04 \
    via_per_inst 5.92 \
    synthTopCellsByCount "a21oi_1 (52), nand2_1 (46), nor2_1 (33), o21ai_0 (23)" \
    irDropWorstVdd_uv 62.0 \
    period_used_share 1.00 \
    chipWidth_um 116 \
    dr_wl_met3_mm 1.45 \
    largest_area_cell "a21oi_1" \
    syn_inst 369 \
    fin_ws_ns -0.0110 \
    violations "setup timing" \
    fp-row-count 34 \
    final_max_slew_viol_count 0 \
    hold_viol 0 \
    start_kind "input port" \
    dp_cells 628 \
    grt_pass1_wl_mm 20.2 \
    status "finished with violations" \
    fp.dieH_um 116 \
    syn_avg_cell_area_um2 6.08 \
]
[path summary, 6_finish.rpt]
path / startpoint / slack (ns) / endpoint / cells after the start
worst max-delay path: addr[1] / -0.01 / q[17] / 10
worst min-delay path: addr[3] / 2.04 / q[1] / 6
[what timing repair did]
| item | in CTS | in global routing |
|---|---|---|
| cloned | 1 | 0 |
| hold endpoints to repair | 0 | 0 |
| pin swaps | 3 | 3 |
| resized | 58 | 27 |
| setup buffers | 3 | 1 |
| endpoints found under the setup margin | 31 | 20 |
[placed cells by master (no fill, tap or decap), types with 7 or more instances in the layout]
cell type,instances
nand2b_1,11
a31oi_1,7
nand3_1,12
o21ai_0,20
o22ai_1,7
nand2_1,45
a21oi_1,47
nor2_1,29
buf_4,142
ha_1,8
clkdlybuf4s50_1,28
nor3_1,7
o211ai_1,13
buf_6,7
[power by group]
part | leakage, nW | internal (mW) | switching [mW] | total [mW]
clock network | 0 | 0 | 0 | 0
logic | 1.72 | 0.300 | 0.294 | 0.595
registers | 0 | 0 | 0 | 0
[final cells by class]
class                           instances  area (µm²)
Tap cell                              108         135
Fill cell                             890        4840
Inverter                                9        42.5
Timing Repair Buffer                  193        1630
Multi-Input combinational cell        323        2200
[through the flow]
step | setup slack [ns] | area, µm² | power [mW] | setup TNS [ns]
2_1_floorplan | 0.184 | 2240 | 0.237 | 0
3_3_place_gp | -0.651 | 3710 | 0.551 | -12.91
3_5_place_dp | -0.681 | 3710 | 0.545 | -13.56
4_1_cts | 0.00102 | 3900 | 0.573 | 0
5_1_grt | -0.0858 | 4010 | 0.634 | -0.290
6_report | -0.0110 | 4010 | 0.595 | -0.0110
[worst max-delay path, stage by stage]
cell	delay, ns
buf_6	0.12
inv_4	0.10
ha_2	0.22
buf_6	0.15
nor2_1	0.07
a21oi_2	0.14
o22ai_1	0.12
a2111o_1	0.42
o2111ai_1	0.12
clkdlybuf4s50_1	0.52
[logic make-up (layout without fill, tap and decap cells)]
family	count (synthesis)	count (layout)	share of synthesized area
AND-OR/OR-AND	159	159	0.470
XOR/XNOR	2	2	0.0112
adder cells (fa/ha/maj)	14	14	0.0781
buffers and inverters	46	202	0.110
multiplexers	6	6	0.0279
AND/OR/NAND/NOR	142	142	0.303
[routing by layer]
layer,GRT usage,vias to the layer above
li1,-,1713
met1,0.263,1752
met2,0.311,249
met3,0.0335,36
met4,0.0550,0
met5,0,-
No activity file was given, so power comes from the tool's default toggle rates.
