**./design.v**
```verilog
module adder #(parameter N = 64)
					(input logic [N-1:0] a, b,
					output logic [N-1:0] y);
	assign y = a + b;
endmodule
module alu (input logic [63:0] a, b,
			input logic [3:0] ALUControl,
			input logic [1:0] LSL,
			output logic [63:0] result,
			output logic zero);
	always_comb
		begin
			casez(ALUControl)
				4'b0000: result = a & b;
				4'b0001: result = a | b;
				4'b0010: result = a + b;
				4'b0110: result = a - b;
				4'b0111: result = b;
				4'b0100: result = b << (LSL * 16);
				default: result = '1;
			endcase
			zero = (result == '0) ? '1 : '0;
		end
endmodule
module datapath #(parameter N = 64)
					(input logic reset, clk,
					input logic reg2loc,									
					input logic AluSrc,
					input logic [3:0] AluControl,
					input logic	Branch,
					input logic memRead,
					input logic memWrite,
					input logic regWrite,	
					input logic memtoReg,									
					input logic [31:0] IM_readData,
					input logic [N-1:0] DM_readData,
					output logic [N-1:0] IM_addr, DM_addr, DM_writeData,
					output logic DM_writeEnable, DM_readEnable );					
	logic PCSrc;
	logic [N-1:0] PCBranch_E, aluResult_E, writeData_E, writeData3; 
	logic [N-1:0] signImm_D, readData1_D, readData2_D;
	logic zero_E;
	logic [95:0] qIF_ID;
	logic [270:0] qID_EX;
	logic [202:0] qEX_MEM;
	logic [134:0] qMEM_WB;
	fetch 	#(64) 	FETCH 	(.PCSrc_F(PCSrc),
										.clk(clk),
										.reset(reset),
										.PCBranch_F(qEX_MEM[197:134]),
										.imem_addr_F(IM_addr));								
	flopr 	#(96)		IF_ID 	(.clk(clk),
										.reset(reset), 
										.d({IM_addr, IM_readData}),
										.q(qIF_ID));
	decode 	#(64) 	DECODE 	(.regWrite_D(qMEM_WB[134]),
										.reg2loc_D(reg2loc), 
										.clk(clk),
										.writeData3_D(writeData3),
										.instr_D(qIF_ID[31:0]), 
										.signImm_D(signImm_D), 
										.readData1_D(readData1_D),
										.readData2_D(readData2_D),
										.wa3_D(qMEM_WB[4:0]));				
	flopr 	#(271)	ID_EX 	(.clk(clk),
										.reset(reset), 
										.d({AluSrc, AluControl, Branch, memRead, memWrite, regWrite, memtoReg,	
											qIF_ID[95:32], signImm_D, readData1_D, readData2_D, qIF_ID[4:0]}),
										.q(qID_EX));
	logic [1:0] LSL_reg;
	always_ff @(posedge clk) begin
			LSL_reg <= qIF_ID[22:21];
		end
	execute 	#(64) 	EXECUTE 	(.AluSrc(qID_EX[270]),
										.AluControl(qID_EX[269:266]),
										.LSL(LSL_reg),
										.PC_E(qID_EX[260:197]), 
										.signImm_E(qID_EX[196:133]), 
										.readData1_E(qID_EX[132:69]), 
										.readData2_E(qID_EX[68:5]), 
										.PCBranch_E(PCBranch_E), 
										.aluResult_E(aluResult_E), 
										.writeData_E(writeData_E), 
										.zero_E(zero_E));											
	flopr 	#(203)	EX_MEM 	(.clk(clk),
										.reset(reset), 
										.d({qID_EX[265:261], PCBranch_E, zero_E, aluResult_E, writeData_E, qID_EX[4:0]}),
										.q(qEX_MEM));	
	memory				MEMORY	(.Branch_M(qEX_MEM[202]), 
										.zero_M(qEX_MEM[133]), 
										.PCSrc_M(PCSrc));
	assign DM_writeData = qEX_MEM[68:5];
	assign DM_addr = qEX_MEM[132:69];
	assign DM_writeEnable = qEX_MEM[200];
	assign DM_readEnable = qEX_MEM[201];
	flopr 	#(135)	MEM_WB 	(.clk(clk),
										.reset(reset), 
										.d({qEX_MEM[199:198], qEX_MEM[132:69],	DM_readData, qEX_MEM[4:0]}),
										.q(qMEM_WB));
	writeback #(64) 	WRITEBACK (.aluResult_W(qMEM_WB[132:69]), 
										.DM_readData_W(qMEM_WB[68:5]), 
										.memtoReg(qMEM_WB[133]), 
										.writeData3_W(writeData3));		
endmodule
module decode #(parameter N = 64)
					(input logic regWrite_D, reg2loc_D, clk,
					input logic [N-1:0] writeData3_D,
					input logic [31:0] instr_D,
					output logic [N-1:0] signImm_D, readData1_D, readData2_D, 
					input logic [4:0] wa3_D);  
	logic [4:0] ra2;			
	mux2 	#(5) 	ra2mux	(.d0(instr_D[20:16]), .d1(instr_D[4:0]), .s(reg2loc_D), .y(ra2));
	regfile 		registers(.clk(clk), .we3(regWrite_D), .ra1(instr_D[9:5]), .ra2(ra2), .wa3(wa3_D), 
								 .wd3(writeData3_D), .rd1(readData1_D), .rd2(readData2_D));
	signext 		ext		(.a(instr_D), .y(signImm_D));	
endmodule
module execute #(parameter N = 64)
					(input logic AluSrc,
					 input logic [3:0] AluControl,
					 input logic [1:0] LSL,
					 input logic [N-1:0] PC_E, signImm_E, readData1_E, readData2_E,
					 output logic [N-1:0] PCBranch_E, aluResult_E, writeData_E, 
					 output logic zero_E);
		logic [N-1:0] sl2_output, mux_output;
		sl2 SL2 (signImm_E, sl2_output);
		mux2 Mux (readData2_E, signImm_E, AluSrc, mux_output);
		alu ALU (readData1_E,  mux_output, AluControl, LSL, aluResult_E, zero_E);
		adder Add (PC_E, sl2_output, PCBranch_E);
		assign writeData_E = readData2_E;
endmodule 
module fetch #(parameter N=64)
				 (input logic PCSrc_F, clk, reset,
				  input logic [N-1:0] PCBranch_F,
				  output logic [N-1:0] imem_addr_F);
		logic [N-1:0] adder_output, mux_output;
		mux2 Mux (adder_output, PCBranch_F, PCSrc_F, mux_output);
		flopr PC (clk, reset, mux_output, imem_addr_F);
		adder Add (imem_addr_F, N'('d4), adder_output);
endmodule 
module flopr #(parameter N = 64)
              (input logic clk, reset,
		input logic [N-1:0] d,
		output logic [N-1:0] q);
	always_ff @(posedge clk, posedge reset)
		if (reset) q <= 'b0;
		else q <= d;
endmodule
module memory 	(input logic Branch_M, zero_M,					
					output logic PCSrc_M);
	assign PCSrc_M = Branch_M & zero_M;
endmodule
module mux2 #(parameter N = 64)
				(input logic [N-1:0] d0, d1,
				input logic s,
				output logic [N-1:0] y);
	assign y = s ? d1 : d0;
endmodule
module regfile #(parameter N=64)
					(input logic clk, we3,
					 input logic [4:0] ra1, ra2, wa3,
					 input logic [N-1:0] wd3,
					 output logic [N-1:0] rd1, rd2);
		logic [N-1:0] registers [0:31] = '{64'd0, 64'd1, 64'd2, 64'd3, 64'd4, 64'd5, 64'd6, 64'd7,
                             64'd8, 64'd9, 64'd10, 64'd11, 64'd12, 64'd13, 64'd14, 64'd15,
									  64'd16, 64'd17, 64'd18, 64'd19, 64'd20, 64'd21, 64'd22, 64'd23,
									  64'd24, 64'd25, 64'd26, 64'd27, 64'd28, 64'd29, 64'd30, 64'd0};
		always_ff @(posedge clk)
			begin
				if(we3) begin
					registers[wa3] <= wd3;
				end
			end
	always_comb begin
		rd1 <= (ra1 == 5'b11111) ? 64'b0 : ((ra1 == wa3) ? wd3 : registers[ra1]);
		rd2 <= (ra2 == 5'b11111) ? 64'b0 : ((ra2 == wa3) ? wd3 : registers[ra2]);
	end
endmodule
module signext (input logic [31:0] a,
					 output logic [63:0] y);
	always_comb
		casez(a[31:21])
		    11'b111_1100_00?0: y = {{55{a[20]}}, a[20:12]};
		    11'b101_1010_0???: y = {{45{a[23]}}, a[23:5]};
		    11'b110_1001_01??: y = {48'b0, a[20:5]};
		    default : y = '0;
		endcase
endmodule 
module sl2 #(parameter N = 64)
				(input logic [N-1:0] a,					
				output logic [N-1:0] y);
	assign y[0] = 1'b0;
	assign y[1] = 1'b0;
	assign y[63:2] = a[61:0];
endmodule
module writeback #(parameter N = 64)
					(input logic [N-1:0] aluResult_W, DM_readData_W,
					input logic memtoReg,
					output logic [N-1:0] writeData3_W);					
	mux2 #(64) MtoRmux (.d0(aluResult_W), .d1(DM_readData_W), .s(memtoReg), .y(writeData3_W));
endmodule
```
**./run.sh**
```bash
#!/bin/bash
# OpenROAD 26Q1-2900-gdf79404cd8, Yosys 0.63+post, stock flow scripts
make -C /OpenROAD-flow-scripts/flow DESIGN_CONFIG=/design/flow/config.mk WORK_HOME=/design/flow/orfs finish
```
**./config.mk**
```make
export PLATFORM = sky130hd
export DESIGN_NAME = datapath
export DESIGN_NICKNAME = datapath
export VERILOG_FILES = /design/flow/design.v
export SDC_FILE = /design/flow/constraint.sdc
export NUM_CORES = 4
export LEC_CHECK = 1
export CORE_UTILIZATION = 30
export SYNTH_HDL_FRONTEND = slang
```
**./constraint.sdc**
```tcl
current_design datapath

set clk_period 98.3
set clk_io_pct 0.2

create_clock -name clk0 -period $clk_period [get_ports {clk}]

set non_clock_inputs [all_inputs -no_clocks]
set_input_delay [expr $clk_period * $clk_io_pct] -clock clk0 $non_clock_inputs
set_output_delay [expr $clk_period * $clk_io_pct] -clock clk0 [all_outputs]
```
==> reports/qor.csv <==
stage;metric;value;unit
logic_synthesis;main area contributors;sky130_fd_sc_hd__edfxtp_1 (46%), sky130_fd_sc_hd__dfrtp_1 (14%), sky130_fd_sc_hd__mux4_2 (11%);
layout;most common cell after layout, fill and taps aside;sky130_fd_sc_hd__nand2_1;
timing;Slew HR;0.262;
clock_network;number of buffers added for setup after CTS;0;
logic_synthesis;mux frac, synth;0.130;
timing;shortest clock period the worst path allows after layout;25.27;ns
timing;number of endpoints with negative hold slack in the final report;0;
logic_synthesis;Synthesis Warnings;0;
global_routing;total global-route track usage;0.230;
detailed_routing;violation count after the first detailed-routing iteration;8183;
timing;setup TNS after final layout;0;ns
logic_synthesis;share of synthesized cell area in and-or and or-and compound cells;0.0921;
timing;final setup skew;0.0995;ns
timing;RSZ-0062 raised after global routing;false;
logic_synthesis;main logic family after synthesis;multiplexers;
detailed_routing;drt total wl;493000;um
setup_path;data arrival time of the critical path;26.03;ns
clock_network;insertion delay at the late pin of the worst-skew pair;0.93;ns
logic_synthesis;largest area contributor in the netlist;sky130_fd_sc_hd__edfxtp_1;
floorplan;row cnt;244;
clock_network;count of H-tree levels built during CTS;5;
logic_synthesis;flops out of synthesis;2774;
layout;Logic area;0.0497;mm^2
timing;final setup vio count;0;
logic_synthesis;most instantiated flip-flop cell in the synthesis netlist;sky130_fd_sc_hd__edfxtp_1;
floorplan;Chip Footprint;0.447;mm^2
timing;highest clock frequency the design can meet;39.6;MHz
floorplan;core region area;0.442;mm^2
logic_synthesis;post-synthesis area per instance;12.7;um^2
layout;layout filler cell count;42200;
layout;Top Registers;DECODE.registers.registers: 2048 flops, ID_EX.q: 226 flops, EX_MEM.q: 203 flops;
power;total power after layout;2.90;mW
place;final RePlAce weighted congestion;0.989;
layout;post-layout instance area;0.152;mm^2
clock_network;TritonCTS clock tree;yes;
logic_synthesis;area share of the leading cell type in the synthesized netlist;0.461;
floorplan;number of top-level design ports;303;
floorplan;Initial Util;0.301;
place;total of buffers placed on input and output ports;302;
floorplan;Die Span X;669;um
worst_hold_path;number of cells traversed by the worst hold path;0;
clock_network;clock slew at the register clock pins of the worst setup and hold paths;0.06;ns
timing;crit share post-route;0.257;
power;leakage power total;53.6;nW
setup_path;Required @ worst endpoint;99.06;ns
worst_hold_path;Worst Hold Class;flop to flop;
run;total tool warning count;53;
global_routing;pin count of the biggest net entering global routing;129;
timing;Worst Max-Slew Pin Slew;1.10;ns
power;sequential group share of total power;0.468;
place;Placed Instances;16100;
detailed_routing;DR vias;93600;
place;standard cell area after detailed placement;0.143;mm^2
global_routing;vias in the first global route;95700;
layout;flip-flop count of the largest register after layout;2048;
place;post-DP HPWL;308000;um
power;Worst VDD drop;0.0170;mV
clock_network;Inserted Clock Buffers;292;
layout;area added between synthesis and finish;14.3;%
layout;most common logic cells in the final layout;sky130_fd_sc_hd__nand2_1 (2177), sky130_fd_sc_hd__edfxtp_1 (2048), sky130_fd_sc_hd__dfrtp_1 (712);
clock_network;CTS Hold Bufs;0;
detailed_routing;number of remaining DRC errors;0;
global_routing;wire length of the first global-routing pass;698000;um
detailed_routing;final antenna-violating net count;0;
setup_path;Setup crit end kind;flop;
logic_synthesis;gate count after technology mapping;10500;
layout;fraction of layout instances using a drive strength above 1;0.153;
global_routing;Congestion Overflow GR;0;
clock_network;CTS root buffer;sky130_fd_sc_hd__clkbuf_16;
setup_path;type of the worst setup path;input pin to flop;
timing;worst hold slack after final layout;0.320;ns
logic_synthesis;yosys cell count;10500;
power;combinational fraction of design power;0.148;
power;NetSw;0.806;mW
logic_synthesis;cell area after synthesis;0.133;mm^2
detailed_routing;post-detailed-route wirelength per cell;29.6;um
logic_synthesis;yosys synthesis chip area;0.133;mm^2
outcome;status;completed;
clock_network;number of gates resized after CTS;0;
logic_synthesis;xor and xnor fraction of the mapped netlist area;0.0143;
setup_path;CP Launch Type;input pin;
logic_synthesis;distinct cell type count of the synthesized netlist;119;
logic_synthesis;flip-flops with a built-in enable;2048;
run;number of violations of the max-capacitance limit;0;
power;Int Power;2.09;mW
setup_path;number of cell instances on the worst register-to-register path;23;
power;Clock power frac;0.383;
clock_network;TritonCTS Sinks;2774;
logic_synthesis;sequential element share of the synthesized area;0.598;
timing;final count of pins violating max slew;0;
setup_path;crit-path max FO;72;
global_routing;number of antenna violations at the first check in global routing;34;
logic_synthesis;Async S/R FF share, synth;0.261;
layout;register with the highest flop count;DECODE.registers.registers;
detailed_routing;iteration tally of the first detailed-router pass;7;
clock_network;maximum buffer depth of the clock tree;4;
layout;fin cells;16700;
layout;sequential cell area;0.0797;mm^2
logic_synthesis;Simple-Gate Area Share;0.121;
detailed_routing;via density per instance;5.62;
power;Pwr Density;19.0;mW/mm^2
floorplan;Die Y-Extent;669;um
logic_synthesis;Post-Synth Adder-Cell Area;0.0125;
power;Switching Share;0.278;
## cells by family (layout without fill, tap and decap cells)
group	Yosys count	after routing
simple gates	3704	3704
flops	2774	2774
compound gates	1777	1777
buf+inv	960	1204
mux	912	912
xor+xnor	218	218
fa+ha+maj	132	132
other cells	0	31
## final timing paths
path                                   start  slack (ns)        endpoint
worst min-delay path            ID_EX.q[262]        0.32   EX_MEM.q[199]
max in group asynchronous              reset       75.54   MEM_WB.q[133]
worst min register to register  ID_EX.q[262]        0.32   EX_MEM.q[199]
worst max-delay path                 reg2loc       73.03     ID_EX.q[33]
worst max register to register  ID_EX.q[270]       89.28   EX_MEM.q[133]
min in group asynchronous              reset       19.33  FETCH.PC.q[36]
## per-layer routing
layer  share of wire  up-vias  track usage
met4           0.071       36        0.127
li1                -    39800            -
met3            0.17     1392        0.157
met2            0.43     6454        0.328
met1            0.33    45900        0.258
met5          0.0013        -       0.0120
## worst max-delay path, cell delays in order
cell	delay (ns)
sky130_fd_sc_hd__clkdlybuf4s50_1	0.45
sky130_fd_sc_hd__buf_4	0.28
sky130_fd_sc_hd__mux2_8	0.58
sky130_fd_sc_hd__buf_4	0.57
sky130_fd_sc_hd__buf_4	0.53
sky130_fd_sc_hd__buf_4	0.53
sky130_fd_sc_hd__buf_4	0.59
sky130_fd_sc_hd__buf_4	0.60
sky130_fd_sc_hd__buf_4	0.68
sky130_fd_sc_hd__nand2_1	0.09
sky130_fd_sc_hd__and3_1	0.20
sky130_fd_sc_hd__a311oi_1	0.27
sky130_fd_sc_hd__a31oi_1	0.08
sky130_fd_sc_hd__a211oi_1	0.32
sky130_fd_sc_hd__a31oi_1	0.07
sky130_fd_sc_hd__a211oi_1	0.26
## cell usage after synthesis (34+ instances only)
| library cell | n |
|---|---|
| sky130_fd_sc_hd__a21o_1 | 101 |
| sky130_fd_sc_hd__a32oi_1 | 58 |
| sky130_fd_sc_hd__mux4_2 | 644 |
| sky130_fd_sc_hd__o21ai_0 | 253 |
| sky130_fd_sc_hd__buf_1 | 105 |
| sky130_fd_sc_hd__or3_1 | 34 |
| sky130_fd_sc_hd__a21oi_1 | 391 |
| sky130_fd_sc_hd__and3_1 | 196 |
| sky130_fd_sc_hd__ha_1 | 128 |
| sky130_fd_sc_hd__a31oi_1 | 198 |
| sky130_fd_sc_hd__inv_1 | 53 |
| sky130_fd_sc_hd__xor2_1 | 92 |
| sky130_fd_sc_hd__dfrtp_1 | 724 |
| sky130_fd_sc_hd__o211ai_1 | 37 |
| sky130_fd_sc_hd__mux2i_1 | 179 |
| sky130_fd_sc_hd__nor4_1 | 44 |
| sky130_fd_sc_hd__mux2_2 | 83 |
| sky130_fd_sc_hd__nand4_1 | 50 |
| sky130_fd_sc_hd__nor3_1 | 72 |
| sky130_fd_sc_hd__nor2_1 | 387 |
| sky130_fd_sc_hd__clkbuf_1 | 615 |
| sky130_fd_sc_hd__nand3_1 | 600 |
| sky130_fd_sc_hd__buf_4 | 133 |
| sky130_fd_sc_hd__edfxtp_1 | 2048 |
| sky130_fd_sc_hd__nand2_1 | 2179 |
| sky130_fd_sc_hd__a211oi_1 | 189 |
| sky130_fd_sc_hd__xnor2_1 | 126 |
| sky130_fd_sc_hd__a311oi_1 | 241 |
## power by group through the flow
stage	registers (mW)	logic [mW]	clock network, mW
global route	1.36	0.455	1.17
finish	1.36	0.430	1.11
CTS	1.36	0.420	1.12
## cell type report
class,instances,area share
flip-flops and latches,2774,0.523
diodes,31,0.000509
clock inverters,133,0.00930
multi-input cells,6743,0.326
clock buffers,384,0.0526
inverters,56,0.00143
repair buffers,631,0.0380
well taps,5904,0.0485
## through the flow
step | utilization | worst slack (ns)
floorplan | - | 58.33
global placement | 0.323 | 72.36
detailed placement | 0.323 | 72.32
CTS | 0.344 | 73.20
global route | 0.344 | 72.79
finish | 0.344 | 73.03
No activity file was given, so power comes from the tool's default toggle rates.
